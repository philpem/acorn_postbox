## flow/run.sh

```bash
#!/bin/bash
# OpenROAD 26Q1-2900-gdf79404cd8, Yosys 0.63+post, stock flow scripts
make -C /OpenROAD-flow-scripts/flow DESIGN_CONFIG=/design/flow/config.mk WORK_HOME=/design/flow/orfs finish
```

## flow/config.mk

```make
export PLATFORM = sky130hd
export DESIGN_NAME = top
export DESIGN_NICKNAME = top
export VERILOG_FILES = /design/flow/design.v
export SDC_FILE = /design/flow/constraint.sdc
export NUM_CORES = 4
export LEC_CHECK = 1
export CORE_UTILIZATION = 30
```

## flow/constraint.sdc

```tcl
current_design top

set clk_period 1.7
set clk_io_pct 0.2

create_clock -name clk0 -period $clk_period [get_ports {DIL_1_GCK}]
create_clock -name clk1 -period $clk_period [get_ports {DIL_2_GCK}]

set non_clock_inputs [all_inputs -no_clocks]
set_input_delay [expr $clk_period * $clk_io_pct] -clock clk0 $non_clock_inputs
set_output_delay [expr $clk_period * $clk_io_pct] -clock clk0 [all_outputs]
```

## flow/design.v

```verilog
module postcode
#(
	parameter TIMER_MAX = (15*2)-1
)
(
	input refclk,							 
	input testreq,							 
	output testack,						 
	output [7:0] rxout,					 
	input rxready,							 
	output rxstrobe,						 
	input [7:0] txin,						 
	input tx_pending						 
);
	reg testack_int;
	assign testack = (testreq & testack_int);
	reg[7:0] timer;
	wire timer_expired = (timer == TIMER_MAX);
	always @(posedge refclk or posedge testreq) begin
		if (testreq) begin
			timer <= 8'b0;
		end else begin
			if (timer <= TIMER_MAX) begin
				timer <= timer + 8'd1;
			end
		end
	end
	reg[7:0] rxshift;
	wire rx_ready = rxready;
	assign rxout = rxshift;
	assign rxstrobe = tx_done;
	reg[7:0] txshift;
	wire tx_ready = tx_pending;
	wire tx_done;
	assign tx_done = (state == S_INPUT_BIT0) & testreq;
	reg[4:0] state;
	localparam S_INITIAL		= 5'd0;		 
	localparam S_SHIFTONE	= 5'd1;		 
	localparam S_SHIFTZERO	= 5'd2;		 
	localparam S_OUTPUTPOLL	= 5'd3;		 
	localparam S_INPUTPOLL	= 5'd4;		 
	localparam S_INPUT_BIT7	= 5'd5;		 
	localparam S_INPUT_BIT6	= 5'd6;
	localparam S_INPUT_BIT5	= 5'd7;
	localparam S_INPUT_BIT4	= 5'd8;
	localparam S_INPUT_BIT3	= 5'd9;
	localparam S_INPUT_BIT2	= 5'd10;
	localparam S_INPUT_BIT1	= 5'd11;
	localparam S_INPUT_BIT0	= 5'd12;
	always @(posedge timer_expired) begin
		if (state == S_SHIFTONE) begin
			rxshift <= {rxshift[6:0], 1'b1};
		end else if (state == S_SHIFTZERO) begin
			rxshift <= {rxshift[6:0], 1'b0};
		end else begin
			rxshift <= rxshift;
		end
	end
	reg timer_expired_d;
	always @(posedge refclk) begin
		timer_expired_d <= timer_expired;
	end
	always @(posedge testreq or posedge timer_expired_d) begin
		if (timer_expired_d) begin
			state <= S_INITIAL;
		end else begin
			case (state)
				S_INITIAL:		begin
										testack_int <= 1'b1;
										state <= S_SHIFTONE;
									end
				S_SHIFTONE:		begin
										testack_int <= 1'b1;
										state <= S_SHIFTZERO;
									end
				S_SHIFTZERO:	begin
										testack_int <= rx_ready;
										state <= S_OUTPUTPOLL;
									end
				S_OUTPUTPOLL:	begin
										testack_int <= tx_ready;
										state <= S_INPUTPOLL;
									end
				S_INPUTPOLL:	begin
										txshift <= txin;
										if (!testack_int) begin
											testack_int <= tx_ready;
											state <= S_INPUTPOLL;
										end else begin
											testack_int <= txin[7];
											state <= S_INPUT_BIT7;
										end
									end
				S_INPUT_BIT7:	begin
										testack_int <= txshift[6];
										state <= S_INPUT_BIT6;
									end
				S_INPUT_BIT6:	begin
										testack_int <= txshift[5];
										state <= S_INPUT_BIT5;
									end
				S_INPUT_BIT5:	begin
										testack_int <= txshift[4];
										state <= S_INPUT_BIT4;
									end
				S_INPUT_BIT4:	begin
										testack_int <= txshift[3];
										state <= S_INPUT_BIT3;
									end
				S_INPUT_BIT3:	begin
										testack_int <= txshift[2];
										state <= S_INPUT_BIT2;
									end
				S_INPUT_BIT2:	begin
										testack_int <= txshift[1];
										state <= S_INPUT_BIT1;
									end
				S_INPUT_BIT1:	begin
										testack_int <= txshift[0];
										state <= S_INPUT_BIT0;
									end
				S_INPUT_BIT0:	begin
										testack_int <= tx_ready;
										state <= S_INPUTPOLL;
									end
				default:			begin
										state <= S_INITIAL;
									end
			endcase
		end	
	end
endmodule
module top(
output DIL_1,
input  DIL_1_GCK,
output DIL_2,
input  DIL_2_GCK,
output DIL_3,
output DIL_22,
output DIL_23,
output DIL_24,
output DIL_25,
output DIL_26,
output DIL_27,
output _PGND1,
output _PGND2
);
  assign _PGND1 = 1'b0;
  assign _PGND2 = 1'b0;
  assign DIL_1 = 1'bZ;
  assign DIL_2 = 1'bZ;
  wire[3:0] lcd_dq;
  wire lcd_rs, lcd_e;
  assign DIL_27 = lcd_dq[3];
  assign DIL_26 = lcd_dq[2];
  assign DIL_25 = lcd_dq[1];
  assign DIL_24 = lcd_dq[0];
  assign DIL_23 = lcd_rs;
  assign DIL_22 = lcd_e;
  wire testack_int;
  assign DIL_3 = testack_int ? 1'b1 : 1'bZ;		 
  wire [7:0] rxdata;
  wire rxready;
  wire rxstrobe;
  postcode p(
			.refclk(DIL_1_GCK),		 
			.testreq(DIL_2_GCK),		 
			.testack(testack_int),	 
			.rxout(rxdata),			 
			.rxready(rxready),		 
			.rxstrobe(rxstrobe),		 
			.txin(8'd0),				 
			.tx_pending(1'b1)			 
			);
	defparam p.TIMER_MAX = (15*12)-1;		 
	reg[7:0] rxlatch;
	reg lcd_e_long;
	wire lcd_e_masked = (!rxdata[0]) & rxstrobe;
	always @(posedge lcd_e_masked) begin
		rxlatch <= rxdata;
	end
	always @(posedge lcd_e_masked or posedge DIL_2_GCK) begin
		if (lcd_e_masked) begin
			lcd_e_long <= 1'b1;
		end else begin
			lcd_e_long <= 1'b0;
		end
	end
	assign lcd_dq = rxlatch[7:4];			 
	assign lcd_rs = rxlatch[3];				 
	assign lcd_e = lcd_e_long;
	localparam LCD_CMD_TMAX = (5000*12);
	reg[15:0] lcd_cmd_timer;
	always @(posedge DIL_1_GCK or posedge lcd_e_long) begin
		if (lcd_e_long) begin
			lcd_cmd_timer <= 0;
		end else begin
			if (lcd_cmd_timer < LCD_CMD_TMAX) begin
				lcd_cmd_timer <= lcd_cmd_timer + 16'd1;
			end
		end
	end
	assign rxready = (lcd_cmd_timer >= LCD_CMD_TMAX);
endmodule
```

==> flow_metrics.py <==
# Synthesis and PnR figures
metrics = {
    "outcome": {
        "status": "completed",
    },
    "timing": {
        "unconstrained_endpoints": 20,
        "finalSetupViolations": 0,
        "rsz0062_at_grt": "no",
        "worstMarginPinSlew_ns": 0.614,
        "unclocked_regs": 8,
        "slew_violations": 0,
        "setup_tns_ns": 0,
        "skew_ns": 0.00509,
        "final-hold-violation-count": 0,
        "slew_headroom_pct": 59.0,
        "setup_slack_ns": 0.0660,
    },
    "floorplan": {
        "num_io_pins": 13,
        "fp-utilization_pct": 31.7,
        "rows": 29,
        "coreArea_mm2": 0.00649,
        "chipWidth_um": 84.9,
        "die_y_um": 84.9,
        "dieArea_mm2": 0.00720,
    },
    "setup_path": {
        "setup.worst_path.start_class": "flip-flop",
        "worstPathCellList": "buf_2",
        "critPathSlowestCell": "dfstp_2",
        "critPathKind": "reg -> out",
        "required_ns": 1.36,
        "cp_max_fo": 2,
        "crit_arrival_ns": 1.29,
        "crit_buf_inv": 1,
        "cp-end-kind": "output pin",
        "max_stage_delay_ns": 0.53,
        "crit_family": "flip-flops",
    },
    "min_path": {
        "hold_class": "reg -> gate",
    },
    "pwr": {
        "powerDensity_mw_per_mm2": 901,
        "pwr-share-comb_pct": 0.9,
        "vdd_drop_max_mv": 0.342,
        "seqPwrFrac_pct": 44.0,
        "power.internal_uw": 1770,
        "leakagePower_uw": 0.00123,
        "p_clk_share_pct": 55.1,
        "sw_frac_of_total_pct": 23.6,
        "p_switching_uw": 546,
    },
    "place": {
        "portBuffers": 6,
        "pre_cts_ws_ns": 0.0635,
        "hpwl_um": 2040,
        "routabilityCongestion": 0.746,
    },
    "yosys": {
        "aoi_share_pct": 8.86,
        "ys_sh_simple_pct": 11.2,
        "yosys.area_share.xor_xnor_pct": 8.50,
        "ys_cells": 160,
        "synthTopLogicFamily": "simple AND/OR/NAND/NOR gates",
        "yosys_area_mm2": 0.00206,
        "yosys.area.top_type_share_pct": 43.7,
        "muxShareOfSynthArea_pct": 0.546,
        "edf_count": 8,
        "adder_share_pct": 1.82,
        "ys_types": 38,
        "topCellsByArea": "dfrtp_1, edfxtp_1, xnor2_1",
        "syn_area_mm2": 0.00206,
        "syn_avg_cell_area_um2": 12.9,
        "synth_flop_count": 53,
        "ff_type": "dfrtp_1",
        "yosys_warnings": 5,
        "ys_seq_share_pct": 64.7,
        "synthCells": 160,
        "top_area_cell": "dfrtp_1",
        "async_reset_ff_share_pct": 71.7,
    },
    "drt": {
        "wl_met2_um": 1390,
        "postRouteAntennaNets": 0,
        "first_iter_violations": 51,
        "wl_um": 3150,
        "top_layer": "met4",
        "detail_route.wl_per_cell_um": 11.1,
        "insertedDiodeCount": 0,
        "firstDrtPassIters": 10,
        "vias": 1300,
        "vias_per_cell": 4.58,
        "wl_met3_um": 112,
        "drc": 0,
        "wl_met1_um": 1580,
    },
    "layout": {
        "drive_gt1_share_pct": 17.9,
        "areaGrowthSynthToFinish_pct": 24.8,
        "fillers": 595,
        "final_cell_mix": "dfrtp_1, inv_1, xnor2_1, clkbuf_8, buf_4",
        "lay_top_count": "dfrtp_1",
    },
    "global_routing": {
        "first_global_vias": 1354,
        "grt_pass1_wl_um": 5400,
        "grt_antenna_before_repair": 0,
        "grt_overflow": 0,
        "grt_usage_pct": 9.56,
        "grt_max_degree": 17,
    },
    "clock_tree": {
        "cts_tree": "yes",
        "path_clk_slew_ns": 0.08,
    },
    "job": {
        "maxCapViolations": 0,
        "warnings": 28,
    },
}
cell usage after synthesis (3+ instances only):
cell	number
dfrtp_1	36
o21ai_0	6
and3_1	3
o21bai_1	3
xnor2_1	18
nor2_1	6
dfxtp_1	7
ha_1	3
nand2_1	6
nand4_1	4
buf_4	5
edfxtp_1	8
o2111ai_1	7
nor2b_1	7
nand3_1	5
inv_1	8
sequential cells by signal (all words and copies together) (netlist names):
name               count
rxlatch                5
p.state               13
lcd_e_long             1
p.timer                8
p.rxshift              8
lcd_cmd_timer         16
p.testack_int          1
p.timer_expired_d      1
routing by layer:
layer,up-vias,GRT usage (%)
met4,0,4.62
met1,633,13.3
met3,9,4.15
met2,19,13.2
li1,639,-
met5,-,0
power by group through the flow:
stage         Combinational [uW]  Clock, uW  Sequential (uW)
finish                      21.8       1280             1020
global route                26.3       1390             1020
CTS                         22.9       1340             1020
metrics by stage:
| stage | total power (uW) | std cells | cell area (um^2) | utilization (%) | hold slack [ns] |
|---|---|---|---|---|---|
| floorplan | 1130 | 165 | 2080 | - | -0.520 |
| global placement | 1130 | 250 | 2250 | 34.7 | -0.507 |
| detailed placement | 1130 | 250 | 2250 | 34.7 | -0.496 |
| CTS | 2380 | 284 | 2560 | 39.4 | 0.0234 |
| global route | 2440 | 284 | 2570 | 39.6 | 0.0341 |
| finish | 2320 | 284 | 2570 | 39.6 | 0.00620 |
cell families (layout without fill, tap and decap cells):
kind of cell,count (synthesis),in the layout
mux,1,1
fa+ha+maj,3,3
buf+inv,15,57
simple gates,42,42
compound gates,24,24
flops,53,53
other cells,2,7
xor+xnor,20,20
worst paths after layout:
kind,start,to,slack [ns],cells past startpoint
worst max-delay path,lcd_e_long,DIL_22,0.07,1
worst min-delay path,p.state[3],clock gate,0.006,0
worst max register to register,lcd_cmd_timer[5],lcd_cmd_timer[13],0.08,5
worst min register to register,p.timer_expired_d,p.testack_int,0.12,1
max in group clk1,p.state[5],p.testack_int,0.29,2
max in group asynchronous,lcd_e_long,lcd_cmd_timer[5],0.42,2
max in group gated,p.state[3],clock gate,0.80,0
min in group clk1,p.timer_expired_d,p.testack_int,0.12,1
min in group asynchronous,p.timer_expired_d,p.state[9],0.35,2
min in group clk0,lcd_cmd_timer[15],lcd_cmd_timer[15],0.49,1
area by class of cell:
| type | instances | area [um^2] | share of cell area, % |
|---|---|---|---|
| clock inverters | 16 | 62.6 | 2.43 |
| well taps | 77 | 96.3 | 3.75 |
| clock buffers | 18 | 248 | 9.64 |
| multi-input cells | 97 | 671 | 26.1 |
| inverters | 6 | 22.5 | 0.876 |
| repair buffers | 17 | 138 | 5.35 |
| flip-flops and latches | 53 | 1330 | 51.9 |
timing repair:
action / 4_1_cts / 5_1_grt
buffers inserted: 1 / 0
pin swaps: 0 / 2
gates resized: 8 / 4
setup endpoints to repair: 6 / 9
hold buffers: 1 / 0
hold endpoints to repair: 12 / 0
Power figures rest on the tool's default switching activity, not on a simulated workload.
